===== flow/config.mk =====
export PLATFORM = sky130hd
export DESIGN_NAME = PipelinedProcessor
export DESIGN_NICKNAME = PipelinedProcessor
export VERILOG_FILES = /design/flow/design.v
export SDC_FILE = /design/flow/constraint.sdc
export NUM_CORES = 4
export LEC_CHECK = 1
export CORE_UTILIZATION = 50

===== flow/constraint.sdc =====
current_design PipelinedProcessor

set clk_period 14.3
set clk_io_pct 0.2

create_clock -name clk0 -period $clk_period [get_ports {clk}]

set non_clock_inputs [all_inputs -no_clocks]
set_input_delay [expr $clk_period * $clk_io_pct] -clock clk0 $non_clock_inputs
set_output_delay [expr $clk_period * $clk_io_pct] -clock clk0 [all_outputs]

===== flow/design.v =====
module PipelinedProcessor(
    input clk, reset,
    input [31:0] instruction_in,  
    input [31:0] data_in,         
    output reg [31:0] data_out,   
    output reg [31:0] address_out  
);
    reg [31:0] IF_ID_instr, IF_ID_pc;
    reg [31:0] ID_EX_regA, ID_EX_regB, ID_EX_instr;
    reg [31:0] EX_MEM_alu_out, EX_MEM_instr;
    reg [31:0] MEM_WB_data, MEM_WB_alu_out, MEM_WB_instr;
    reg [31:0] register_file[0:15];  
    reg [31:0] pc;
    wire [3:0] opcode = IF_ID_instr[31:28];
    wire [3:0] rs = IF_ID_instr[27:24];
    wire [3:0] rt = IF_ID_instr[23:20];
    wire [3:0] rd = IF_ID_instr[19:16];
    wire [15:0] imm = IF_ID_instr[15:0];
    reg [31:0] alu_in1, alu_in2, alu_out;
    always @(posedge clk or posedge reset) begin
        if (reset) begin
            pc <= 0;
            IF_ID_instr <= 0;
            IF_ID_pc <= 0;
        end else begin
            IF_ID_instr <= instruction_in;
            IF_ID_pc <= pc;
            pc <= pc + 4;
        end
    end
    always @(posedge clk or posedge reset) begin
        if (reset) begin
            ID_EX_instr <= 0;
            ID_EX_regA <= 0;
            ID_EX_regB <= 0;
        end else begin
            ID_EX_instr <= IF_ID_instr;
            ID_EX_regA <= register_file[rs];
            ID_EX_regB <= opcode == 4'b1000 ? imm : register_file[rt];  
        end
    end
    always @(posedge clk or posedge reset) begin
        if (reset) begin
            EX_MEM_alu_out <= 0;
            EX_MEM_instr <= 0;
        end else begin
            case (opcode)
                4'b0000: alu_out <= ID_EX_regA + ID_EX_regB;  
                4'b0001: alu_out <= ID_EX_regA - ID_EX_regB;  
                4'b0010: alu_out <= ID_EX_regA & ID_EX_regB;  
                4'b1000: alu_out <= ID_EX_regA + ID_EX_regB;  
                default: alu_out <= 0;
            endcase
            EX_MEM_alu_out <= alu_out;
            EX_MEM_instr <= ID_EX_instr;
        end
    end
    always @(posedge clk or posedge reset) begin
        if (reset) begin
            MEM_WB_data <= 0;
            MEM_WB_alu_out <= 0;
            MEM_WB_instr <= 0;
        end else begin
            if (opcode == 4'b1000) begin
                MEM_WB_data <= data_in;  
            end else begin
                MEM_WB_alu_out <= EX_MEM_alu_out;  
            end
            MEM_WB_instr <= EX_MEM_instr;
            register_file[rd] <= (opcode == 4'b1000) ? MEM_WB_data : MEM_WB_alu_out;  
        end
    end
    always @(*) begin
        data_out = MEM_WB_data;
        address_out = EX_MEM_alu_out;
    end
endmodule

===== flow/run.sh =====
#!/bin/bash
# OpenROAD 26Q1-2900-gdf79404cd8, Yosys 0.63+post, stock flow scripts
make -C /OpenROAD-flow-scripts/flow DESIGN_CONFIG=/design/flow/config.mk WORK_HOME=/design/flow/orfs finish

==> impl_metrics.json <==
{
  "outcome": "complete, no violations",
  "via_count": 25100,
  "path_depth": 5,
  "lay_top_cells": "edfxtp_1, nand2_1, a22oi_1",
  "final_layout_top_logic_cell": "edfxtp_1",
  "port_buffers": 129,
  "grt_pass1_wl_um": 180000,
  "rows": 92,
  "yosysWarnings": 2,
  "edf_count": 544,
  "hold_viol_final": 0,
  "end_kind": "register",
  "ant_nets": 0,
  "initCoreUtil_pct": 50.6,
  "setup_violations": 0,
  "first_pass_iters": 10,
  "gp_congestion": 1.02,
  "warnings": 31,
  "synth_top_area_share_pct": 51.3,
  "max_stage_delay_ps": 640,
  "numSynthFlops": 736,
  "yosysTopAreaCell": "edfxtp_1",
  "postCtsSetupBuffers": 0,
  "vias_per_cell": 6.92,
  "ys_seq_share_pct": 66.4,
  "cts.htree.levels": 3,
  "drt_iter0_markers": 2851,
  "chipArea_um2": 64700,
  "rsz0062_at_grt": "no",
  "hold_buffers": 0,
  "fmax_mhz": 201,
  "ir_worst_vdd_v": 0.0000995,
  "overflow": 0,
  "async_flop_share_pct": 26.1,
  "dp_hpwl_um": 80500,
  "slew-limit-headroom_pct": 24.9,
  "drive_gt1_share_pct": 10.6,
  "holdPathStages": 0,
  "reg2reg_depth": 16,
  "grtUsageTotal_pct": 44.1,
  "ys_cells": 2548,
  "antenna_found_initial": 12,
  "worstMarginPinSlew_ps": 1120,
  "total_power_uw": 5370,
  "skew_ps": 31.0,
  "finalCritPeriodShare_pct": 34.8,
  "cts.sinks": 736,
  "avgSynthCellArea_um2": 12.5,
  "drc": 0,
  "wl_um": 129000,
  "fin_setup_tns_ps": 0,
  "maxSlewViolCount": 0,
  "wl_per_cell_um": 35.7,
  "cts.reportedPaths.clkPinSlew_ps": 60,
  "yosys_area_um2": 31800,
  "cts_max_path_buffers": 3,
  "coreArea_um2": 63000,
  "fin_crit_ps": 4980,
  "powerDensity_nw_per_um2": 144,
  "io_pins": 130,
  "synthCells": 2548,
  "area_growth_pct": 17.1,
  "topCellsByArea": "edfxtp_1, dfrtp_1, a22oi_1, nand2_1, nor2_1",
  "synth_top_flop_cell": "edfxtp_1",
  "crit_fanout": 62,
  "grt_pass1_vias": 25700,
  "cp_cell_sequence": "clkdlybuf4s50_1 > inv_8 > nand3_1 > nor2_4 > buf_4",
  "critPathRequiredTime_ps": 14590,
  "path_buffers": 3,
  "cts_resized": 0,
  "dieWidth_um": 254,
  "dieHeight_um": 254,
  "cellLeakagePower_uw": 0.0134,
  "grt_max_degree": 65,
  "synth_area_um2": 31800,
  "worstSetupPathType": "primary input to register",
  "hp-class": "register to register",
  "maxCapViolations": 0,
  "crit_family": "buffers and inverters",
  "clk_latency_ps": 640,
  "critPathArrivalTime_ps": 5270,
  "numCtsBuffers": 80,
  "synth_cell_types": 71,
  "critPathSlowestCell": "nor2_4",
  "cts_tree": "built",
  "start_kind": "primary input",
  "cts_root_buf": "clkbuf_16"
}
-- where the power goes --
part           switching [uW]  internal, uW
Sequential               76.2          2450
Clock                     842          1250
Combinational             485           267
-- cell usage after synthesis, types with 9 or more instances --
| master | number |
|---|---|
| and3_1 | 9 |
| a221oi_1 | 53 |
| a211oi_1 | 10 |
| o22a_1 | 10 |
| dfrtp_1 | 192 |
| a32o_1 | 11 |
| mux2_2 | 9 |
| nand2b_1 | 12 |
| clkbuf_1 | 134 |
| nor2_1 | 180 |
| a21oi_1 | 108 |
| a21o_1 | 12 |
| nor3_1 | 24 |
| xor2_1 | 31 |
| ha_1 | 38 |
| o31ai_1 | 9 |
| a222oi_1 | 50 |
| buf_1 | 12 |
| inv_1 | 21 |
| mux2i_1 | 15 |
| a31oi_1 | 24 |
| nor2b_1 | 17 |
| nand2_1 | 373 |
| nand3_1 | 102 |
| xnor2_1 | 25 |
| edfxtp_1 | 544 |
| o21ai_0 | 92 |
| o22ai_1 | 12 |
| a22oi_1 | 234 |
| a22o_1 | 46 |
| nand4_1 | 26 |
-- per-layer routing --
metal  global-route usage (%)  share of wire [%]  up-vias
met3                     33.7                 19      624
li1                         -                  -    10300
met1                     53.4                 32    12000
met5                     9.70               0.50        -
met4                     21.5                6.8       31
met2                     58.0                 42     2205
-- cells by family (layout without fill, tap and decap cells) --
logic type	Yosys count	after routing	share of synthesized area (%)
flip-flops	736	736	66.4
XOR/XNOR	56	56	1.54
buffers and inverters	170	401	2.01
multiplexers	25	25	0.861
adder cells (fa/ha/maj)	39	39	1.56
AND-OR/OR-AND	742	742	17.0
AND/OR/NAND/NOR	780	780	10.6
other	0	6	0
-- layout make-up --
cell class                      instances  area (um^2)
Fill cell                            4861        25700
Sequential cell                       736        21100
Multi-Input combinational cell       1642        10300
Clock buffer                          110         2220
Timing Repair Buffer                  231         2060
Tap cell                              846         1060
Clock inverter                         38          429
Inverter                               22         90.1
Antenna cell                            6         15.0
-- sequential cells by signal (all words and copies together), names as in the netlist --
signal          cells
register_file     512
EX_MEM_alu_out     32
ID_EX_regA         32
ID_EX_regB         32
IF_ID_instr        32
MEM_WB_alu_out     32
MEM_WB_data        32
alu_out            32
-- path summary, 6_finish.rpt --
check	slack, ps	start	to
min in group asynchronous	2680	reset	IF_ID_instr[24]
max reg2reg	9620	ID_EX_regB[4]	alu_out[30]
max	9320	reset	register_file[14][9]
max in group asynchronous	9870	reset	ID_EX_regA[30]
min reg2reg	340	alu_out[5]	EX_MEM_alu_out[5]
min	340	alu_out[5]	EX_MEM_alu_out[5]
-- stage by stage --
step	instances	setup WS [ps]	cell area, um^2	util, %	hold WS, ps
2_1_floorplan	2548	3150	31800	-	331
3_3_place_gp	3477	8690	34600	55.0	331
3_5_place_dp	3477	8620	34600	55.0	334
4_1_cts	3625	9270	37300	59.2	342
5_1_grt	3629	9160	37300	59.2	353
6_report	3631	9320	37300	59.2	338
Power figures rest on the tool's default switching activity, not on a simulated workload.
